$ cat /design/flow/design.v
module MULADD (A7, A6, A5, A4, A3, A2, A1, A0, B7, B6, B5, B4, B3, B2, B1, B0, C19, C18, C17, C16, C15, C14, C13, C12, C11, C10, C9, C8, C7, C6, C5, C4, C3, C2, C1, C0, Q19, Q18, Q17, Q16, Q15, Q14, Q13, Q12, Q11, Q10, Q9, Q8, Q7, Q6, Q5, Q4, Q3, Q2, Q1, Q0, clr, UserCLK, ConfigBits);
	parameter NoConfigBits = 6; 
	input A7; 
	input A6;
	input A5;
	input A4;
	input A3;
	input A2;
	input A1;
	input A0;
	input B7; 
	input B6;
	input B5;
	input B4;
	input B3;
	input B2;
	input B1;
	input B0;
	input C19; 
	input C18;
	input C17;
	input C16;
	input C15;
	input C14;
	input C13;
	input C12;
	input C11;
	input C10;
	input C9;
	input C8;
	input C7;
	input C6;
	input C5;
	input C4;
	input C3;
	input C2;
	input C1;
	input C0;
	output Q19; 
	output Q18;
	output Q17;
	output Q16;
	output Q15;
	output Q14;
	output Q13;
	output Q12;
	output Q11;
	output Q10;
	output Q9;
	output Q8;
	output Q7;
	output Q6;
	output Q5;
	output Q4;
	output Q3;
	output Q2;
	output Q1;
	output Q0;
	input clr;
	input UserCLK;  
	input [NoConfigBits-1:0] ConfigBits;
	wire [7:0] A;		 
	wire [7:0] B;		 
	wire [19:0] C;		 
	reg [7:0] A_reg;		 
	reg [7:0] B_reg;		 
	reg [19:0] C_reg;		 
	wire [7:0] OPA;		 
	wire [7:0] OPB;		 
	wire [19:0] OPC;		 
	reg [19:0] ACC ;		 
	wire [19:0] sum; 
	wire [19:0] sum_in; 
	wire [15:0] product;
	wire [19:0] product_extended;
	assign A = {A7,A6,A5,A4,A3,A2,A1,A0};
	assign B = {B7,B6,B5,B4,B3,B2,B1,B0};
	assign C = {C19,C18,C17,C16,C15,C14,C13,C12,C11,C10,C9,C8,C7,C6,C5,C4,C3,C2,C1,C0};
	assign OPA = ConfigBits[0] ? A_reg : A;
	assign OPB = ConfigBits[1] ? B_reg : B;
	assign OPC = ConfigBits[2] ? C_reg : C;
	assign sum_in = ConfigBits[3] ? ACC : OPC; 
	assign product = OPA * OPB;
	assign product_extended = ConfigBits[4] ? {product[15],product[15],product[15],product[15],product} : {4'b0000,product};
	assign sum = product_extended + sum_in;
	assign Q19	= ConfigBits[5] ? ACC[19] : sum[19];
	assign Q18	= ConfigBits[5] ? ACC[18] : sum[18];
	assign Q17	= ConfigBits[5] ? ACC[17] : sum[17];
	assign Q16	= ConfigBits[5] ? ACC[16] : sum[16];
	assign Q15	= ConfigBits[5] ? ACC[15] : sum[15];
	assign Q14	= ConfigBits[5] ? ACC[14] : sum[14];
	assign Q13	= ConfigBits[5] ? ACC[13] : sum[13];
	assign Q12	= ConfigBits[5] ? ACC[12] : sum[12];
	assign Q11	= ConfigBits[5] ? ACC[11] : sum[11];
	assign Q10	= ConfigBits[5] ? ACC[10] : sum[10];
	assign Q9	= ConfigBits[5] ? ACC[9] : sum[9];
	assign Q8	= ConfigBits[5] ? ACC[8] : sum[8];
	assign Q7	= ConfigBits[5] ? ACC[7] : sum[7];
	assign Q6	= ConfigBits[5] ? ACC[6] : sum[6];
	assign Q5	= ConfigBits[5] ? ACC[5] : sum[5];
	assign Q4	= ConfigBits[5] ? ACC[4] : sum[4];
	assign Q3	= ConfigBits[5] ? ACC[3] : sum[3];
	assign Q2	= ConfigBits[5] ? ACC[2] : sum[2];
	assign Q1	= ConfigBits[5] ? ACC[1] : sum[1];
	assign Q0	= ConfigBits[5] ? ACC[0] : sum[0];
	always @ (posedge UserCLK)
	begin
		A_reg <= A;
		B_reg <= B;
		C_reg <= C;
		if (clr == 1'b1) begin
			ACC <= 20'b00000000000000000000;
		end else begin
			ACC <= sum;
		end
	end
endmodule
$ cat /design/flow/run.sh
#!/bin/bash
# OpenROAD 26Q1-2900-gdf79404cd8, Yosys 0.63+post, stock flow scripts
make -C /OpenROAD-flow-scripts/flow DESIGN_CONFIG=/design/flow/config.mk WORK_HOME=/design/flow/orfs finish
$ cat /design/flow/config.mk
export PLATFORM = sky130hd
export DESIGN_NAME = MULADD
export DESIGN_NICKNAME = MULADD
export VERILOG_FILES = /design/flow/design.v
export SDC_FILE = /design/flow/constraint.sdc
export NUM_CORES = 4
export LEC_CHECK = 1
export CORE_UTILIZATION = 30
$ cat /design/flow/constraint.sdc
current_design MULADD

set clk_period 15.4
set clk_io_pct 0.2

create_clock -name clk0 -period $clk_period [get_ports {UserCLK}]

set non_clock_inputs [all_inputs -no_clocks]
set_input_delay [expr $clk_period * $clk_io_pct] -clock clk0 $non_clock_inputs
set_output_delay [expr $clk_period * $clk_io_pct] -clock clk0 [all_outputs]
==> out/metrics.csv <==
metric,value,unit
status,finished clean,
Final Routed Wirelength,11100,um
Final Cell Area,6160,sq um
mapped cell area,5130,sq um
vias in the first global route,3805,
"area share, top type",21.8,%
Hold WS,0.743,ns
share of post-route cells with drive strength above 1,9.05,%
Final Non-Filler Cells,861,
CP endpoint kind,output pin,
Placed Instance Area,6010,sq um
GPL Wtd Cong,0.838,
post-CTS setup buffer count,0,
setup TNS,0,ns
crit path DAT,10.52,ns
# DRC,0,
async set-reset flop share out of synthesis,0,%
Worst setup SP type,input port,
Pre-Place Util,30.8,%
Sink Count,56,
top_reg_cell synth,dfxtp_1,
max-slew violations,0,
post-DR vias/cell,4.64,
CTS H-tree depth,2,
Power Total,1.36,mW
clk ins delay skew pair,0.30,ns
Pwr Density,221,nW/um^2
tool warning count,25,
DR vias,3999,
Synthesized registers,56,
post-synthesis cell type count,59,
Flop area,1120,sq um
FF-to-FF path depth,23,
hold path depth,4,
Pre-antenna DRT Iters,4,
initial antenna violation count,0,
"Setup violations, final",0,
most common cell in the netlist,nor2_1,
clock-pin slew on the worst setup and hold paths,0.08,ns
fillcell total,1664,
crit path kind,in -> out,
root buf cell,clkbuf_16,
max-cap violations,0,
Chip Width,133,um
# Cells Yosys,581,
Synth area leaders,"dfxtp_1 22%, fa_1 14%, ha_1 13%, mux2i_1 7.2%, nor2_1 5.7%",
Setup WS post-layout,1.80,ns
largest net degree at the start of global routing,44,
Final Core Density,37.0,%
Worst-Margin Slew,0.813,ns
post-route clock skew,0.0106,ns
io pins,64,
Critical Path Max Stage Delay,0.76,ns
worst min path class,reg -> reg,
floorplan die height,133,um
Cell Rows,47,
Worst EP required,12.32,ns
total die size,17600,sq um
combinational fraction of design power,77.6,%
unrepaired setup endpoints after global routing,false,
pre-CTS setup slack,1.80,ns
crit path time final,13.60,ns
clock buffer depth,2,
cycle use final,88.3,%
port bufs,63,
"Hold-fix buffers, CTS",0,
VDD IR max,0.000107,V
detailed placement HPWL,8720,um
synth-to-layout area growth,20.0,%
Starting DRT DRC Count,174,
Most common cell on crit path,fa_1,
switching part of the total power,46.0,%
Crit Path Max Fanout,8,
P_sw,0.626,mW
leakage power,2.85,nW
Seq pwr share,13.4,%
clock power share,9.0,%
Slew HR,44.3,%
register area share after synthesis,21.8,%
slowest CP cell,clkdlybuf4s50_1,
Post-DRT Antenna Nets,0,
Gate Area,3750,sq um
synthesis area per yosys,5130,sq um
post-cts resize count,0,
P_int,0.735,mW
n_diodes,0,
first-pass GRT wire length,18700,um
gr usage total,13.4,%
"Avg Cell Area, Syn",8.83,sq um
gate count of the mapped netlist,581,
Yosys warning count,1,
Synth area leader,dfxtp_1,
final hold vios,0,
CTS tree,yes,
top cells by count,"78 x nor2_1, 56 x dfxtp_1, 55 x ha_1, 53 x inv_1, 44 x nand2_1",
dpl cells,853,
cts bufs inserted,5,
Post-synth EDFFs,0,
total grt overflow,0,
fmax,73.5,MHz
core footprint,16600,sq um
wire per inst,12.8,um
==> routing by layer <==
metal | global-route usage [%] | up-vias | wire length [um]
li1 | - | 2088 | -
met1 | 20.9 | 1844 | 5600
met2 | 20.8 | 60 | 4970
met3 | 1.72 | 7 | 348
met4 | 1.40 | 0 | 138
met5 | 0 | - | 0
==> layout make-up <==
type,count,area share [%]
Clock buffer,5,2.03
Multi-Input combinational cell,457,60.9
Timing Repair Buffer,67,10.7
Inverter,53,3.23
Tap cell,220,4.47
Sequential cell,56,18.2
Clock inverter,3,0.406
==> critical path, delay by kind of cell <==
| family | cells | cell delay [ns] |
|---|---|---|
| adder cells (fa/ha/maj) | 6 | 2.74 |
| AND/OR/NAND/NOR | 5 | 0.85 |
| AND-OR/OR-AND | 7 | 1.26 |
| buffers and inverters | 4 | 1.32 |
| XOR/XNOR | 1 | 0.15 |
| multiplexers | 2 | 1.09 |
==> power groups by stage <==
stage | combinational (mW) | sequential [mW] | clock, mW
6_report | 1.06 | 0.183 | 0.122
5_1_grt | 1.20 | 0.186 | 0.132
4_1_cts | 1.07 | 0.183 | 0.126
==> logic make-up (layout without fill, tap and decap cells) <==
kind of cell / Yosys count / count (layout) / synth area share [%]
and+or+nand+nor: 180 / 180 / 16.7
adders and majority gates: 92 / 92 / 27.8
xor gates and xnor gates: 29 / 29 / 4.95
buffers and inverters: 68 / 128 / 5.02
AOI/OAI and AO/OA: 110 / 110 / 14.0
muxes: 46 / 46 / 9.61
DFF: 56 / 56 / 21.8
==> final timing paths <==
path	startpoint	to	slack, ns
setup reg to reg	B_reg[4]	ACC[19]	8.72
setup / recovery	ConfigBits[1]	Q19	1.80
hold / removal	ACC[0]	ACC[0]	0.74
hold reg to reg	ACC[0]	ACC[0]	0.74
==> cells in the final DEF, fill, tap and decap left out, types with 8 or more instances in the layout <==
cell / synthesis / routed
xor2_1: 13 / 13
ha_1: 55 / 55
fa_1: 37 / 37
nand3_1: 8 / 8
inv_1: 53 / 53
or2_2: 17 / 17
o21ai_0: 34 / 34
dfxtp_1: 56 / 56
clkdlybuf4s50_1: 0 / 63
a21oi_1: 26 / 26
nor2_1: 78 / 78
nand2_1: 44 / 44
xnor2_1: 16 / 16
mux2i_1: 37 / 37
o21ai_1: 9 / 9
Power and IR drop assume default switching activity.
