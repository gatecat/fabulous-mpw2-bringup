File: flow/run.sh
#!/bin/bash
# OpenROAD 26Q1-2900-gdf79404cd8, Yosys 0.63+post, stock flow scripts
make -C /OpenROAD-flow-scripts/flow DESIGN_CONFIG=/design/flow/config.mk WORK_HOME=/design/flow/orfs finish
File: flow/config.mk
export PLATFORM = sky130hd
export DESIGN_NAME = BlockRAM_1KB
export DESIGN_NICKNAME = BlockRAM_1KB
export VERILOG_FILES = /design/flow/design.v
export SDC_FILE = /design/flow/constraint.sdc
export NUM_CORES = 4
export LEC_CHECK = 1
export CORE_UTILIZATION = 30
export SYNTH_MEMORY_MAX_BITS = 65536
File: flow/constraint.sdc
current_design BlockRAM_1KB

set clk_period 175.5
set clk_io_pct 0.2

create_clock -name clk0 -period $clk_period [get_ports {clk}]

set non_clock_inputs [all_inputs -no_clocks]
set_input_delay [expr $clk_period * $clk_io_pct] -clock clk0 $non_clock_inputs
set_output_delay [expr $clk_period * $clk_io_pct] -clock clk0 [all_outputs]
File: flow/design.v
module BlockRAM_1KB (clk, rd_addr, rd_data, wr_addr, wr_data, C0, C1, C2, C3, C4, C5);
	parameter READ_ADDRESS_MSB_FROM_DATALSB = 24;  
	parameter WRITE_ADDRESS_MSB_FROM_DATALSB = 16;  
	parameter WRITE_ENABLE_FROM_DATA = 20;  
    input clk;
    input [7:0] rd_addr;
    output [31:0] rd_data;
    input [7:0] wr_addr;
    input [31:0] wr_data;
    input C0; 
    input C1; 
    input C2; 
    input C3;
    input C4; 
    input C5;  
    wire [1:0] rd_port_configuration;
    wire [1:0] wr_port_configuration;
    wire optional_register_enabled_configuration;
	wire alwaysWriteEnable;
    assign wr_port_configuration = {C0, C1};
    assign rd_port_configuration = {C2, C3};
	assign alwaysWriteEnable = C4;
    assign optional_register_enabled_configuration = C5;
    reg memWriteEnable;
    always @ (*) begin  
		if(alwaysWriteEnable) begin
			memWriteEnable = 0;  
		end else begin
			memWriteEnable = (!(wr_data[WRITE_ENABLE_FROM_DATA]));  
		end
    end
    reg [3:0] mem_wr_mask;
    reg [31:0] muxedDataIn;
	wire [1:0] wr_addr_topbits; 
	assign wr_addr_topbits = wr_data[WRITE_ADDRESS_MSB_FROM_DATALSB+1:WRITE_ADDRESS_MSB_FROM_DATALSB];
    always @ (*) begin  
		muxedDataIn = 32'dx;
        if(wr_port_configuration == 0) begin
            mem_wr_mask = 4'b1111;
			muxedDataIn = wr_data;
        end else if(wr_port_configuration == 1) begin
            if(wr_addr_topbits == 0) begin
                mem_wr_mask = 4'b0011;
				muxedDataIn[15:0] = wr_data[15:0];
            end else begin
                mem_wr_mask = 4'b1100;
				muxedDataIn[31:16] = wr_data[15:0];
            end
        end else if(wr_port_configuration == 2) begin
            if(wr_addr_topbits == 0) begin
                mem_wr_mask = 4'b0001;
				muxedDataIn[7:0] = wr_data[7:0];
            end else if(wr_addr_topbits == 1) begin
                mem_wr_mask = 4'b0010;
				muxedDataIn[15:8] = wr_data[7:0];
            end else if(wr_addr_topbits == 2) begin
                mem_wr_mask = 4'b0100;
				muxedDataIn[23:16] = wr_data[7:0];
            end else begin
                mem_wr_mask = 4'b1000;
				muxedDataIn[31:24] = wr_data[7:0];
            end
        end
    end
    wire [31:0] mem_dout;
    sram_1rw1r_32_256_8_sky130 memory_cell(                              
    .clk0(clk),.csb0(memWriteEnable),.web0(memWriteEnable),.wmask0(mem_wr_mask),.addr0(wr_addr[7:0]),.din0(muxedDataIn), 
    .clk1(clk),.csb1(1'b0),.addr1(rd_addr[7:0]),.dout1(mem_dout)
    );
    reg [1:0] rd_dout_sel;
    always @ (posedge clk) begin
        rd_dout_sel <= wr_data[READ_ADDRESS_MSB_FROM_DATALSB+1:READ_ADDRESS_MSB_FROM_DATALSB];
    end
    reg [31:0] rd_dout_muxed;
    always @ (*) begin
        rd_dout_muxed[31:0] = mem_dout[31:0];  
        if(rd_port_configuration == 0) begin
            rd_dout_muxed[31:0] = mem_dout[31:0];
        end else if(rd_port_configuration == 1) begin
            if(rd_dout_sel[0] == 0) begin
                rd_dout_muxed[15:0] = mem_dout[15:0];
            end else begin
                rd_dout_muxed[15:0] = mem_dout[31:16];
            end
        end else if(rd_port_configuration == 2) begin
            if(rd_dout_sel == 0) begin
                rd_dout_muxed[7:0] = mem_dout[7:0];
            end else if(rd_dout_sel == 1) begin
                rd_dout_muxed[7:0] = mem_dout[15:8];
            end else if(rd_dout_sel == 2) begin
                rd_dout_muxed[7:0] = mem_dout[23:16];
            end else begin
                rd_dout_muxed[7:0] = mem_dout[31:24];
            end
        end
    end
    reg [31:0] rd_dout_additional_register;
    always @ (posedge clk) begin
        rd_dout_additional_register <= rd_dout_muxed;
    end
    reg [31:0] final_dout;
    assign rd_data = final_dout;
    always @ (*) begin
        if(optional_register_enabled_configuration) begin
            final_dout = rd_dout_additional_register;
        end else begin
            final_dout = rd_dout_muxed;
        end
    end
endmodule
module sram_1rw1r_32_256_8_sky130(
    clk0,csb0,web0,wmask0,addr0,din0,dout0,
    clk1,csb1,addr1,dout1
  );
  parameter NUM_WMASKS = 4 ;
  parameter DATA_WIDTH = 32 ;
  parameter ADDR_WIDTH = 8 ;
  parameter RAM_DEPTH = 1 << ADDR_WIDTH;
  parameter DELAY = 3 ;
  input  clk0;  
  input   csb0;  
  input  web0;  
  input [NUM_WMASKS-1:0]   wmask0;  
  input [ADDR_WIDTH-1:0]  addr0;
  input [DATA_WIDTH-1:0]  din0;
  output [DATA_WIDTH-1:0] dout0;
  input  clk1;  
  input   csb1;  
  input [ADDR_WIDTH-1:0]  addr1;
  output [DATA_WIDTH-1:0] dout1;
  reg  csb0_reg;
  reg  web0_reg;
  reg [NUM_WMASKS-1:0]   wmask0_reg;
  reg [ADDR_WIDTH-1:0]  addr0_reg;
  reg [DATA_WIDTH-1:0]  din0_reg;
  reg [DATA_WIDTH-1:0]  dout0;
  always @(posedge clk0)
  begin
    csb0_reg = csb0;
    web0_reg = web0;
    wmask0_reg = wmask0;
    addr0_reg = addr0;
    din0_reg = din0;
  end
  reg  csb1_reg;
  reg [ADDR_WIDTH-1:0]  addr1_reg;
  reg [DATA_WIDTH-1:0]  dout1;
  always @(posedge clk1)
  begin
    csb1_reg = csb1;
    addr1_reg = addr1;
  end
reg [DATA_WIDTH-1:0]    mem [0:RAM_DEPTH-1];
  always @ (negedge clk0)
  begin : MEM_WRITE0
    if ( !csb0_reg && !web0_reg ) begin
        if (wmask0_reg[0])
                mem[addr0_reg][7:0] = din0_reg[7:0];
        if (wmask0_reg[1])
                mem[addr0_reg][15:8] = din0_reg[15:8];
        if (wmask0_reg[2])
                mem[addr0_reg][23:16] = din0_reg[23:16];
        if (wmask0_reg[3])
                mem[addr0_reg][31:24] = din0_reg[31:24];
    end
  end
  always @ (negedge clk0)
  begin : MEM_READ0
    if (!csb0_reg && web0_reg)
       dout0 <=   mem[addr0_reg];
  end
  always @ (negedge clk1)
  begin : MEM_READ1
    if (!csb1_reg)
       dout1 <=   mem[addr1_reg];
  end
endmodule
==> results.sh <==
# physical design summary
export IMPL_status="finished clean"
export IMPL_cts_buffer_depth=5
export IMPL_xor_area_frac=0
export IMPL_initial_core_util=0.301
export IMPL_die_width_mm=1.04
export IMPL_cts_tree="built"
export IMPL_viasPerCell=4.83
export IMPL_post_cts_buffers=0
export IMPL_grt_use_total=0.210
export IMPL_io_pins=87
export IMPL_syn_to_final_growth_pct=25.6
export IMPL_warnings=1056
export IMPL_antenna_found_initial=120
export IMPL_untimed_endpoints=8
export IMPL_ys_sh_simple=0.0305
export IMPL_hold_ws_ps=996
export IMPL_fp_coreArea_um2=1070000
export IMPL_hold_buffers=0
export IMPL_maxCapViolCount=0
export IMPL_yosys_area_share_adder=0
export IMPL_unclocked_pins=4
export IMPL_drive_gt1_frac=0.159
export IMPL_top_area_frac=0.764
export IMPL_design_area_um2=404000
export IMPL_cts_root_buf="clkbuf_16"
export IMPL_top_logic_kind="multiplexers"
export IMPL_rsz0062_at_grt="no"
export IMPL_clk_latency_ps=1170
export IMPL_p_per_area_nw_per_um2=12.4
export IMPL_synth_cells=16024
export IMPL_ys_cells=16024
export IMPL_area_leaders="edfxtp_1, mux4_2, mux2i_1, nor2_1, dfxtp_1"
export IMPL_cts_resized=0
export IMPL_edf_count=8192
export IMPL_end_kind="output port"
export IMPL_setup_violations_final=0
export IMPL_die_area_um2=1080000
export IMPL_worst_pin_slew_ps=1300
export IMPL_start_kind="flip-flop"
export IMPL_grt_overflow_total=0
export IMPL_vias=194804
export IMPL_largest_register_ffs=8192
export IMPL_use_met3=0.216
export IMPL_placed_area_um2=344000
export IMPL_grt_pass1_wl_mm=1480
export IMPL_ys_ff=8315
export IMPL_relSlewSlack=0.131
export IMPL_grt_use_met2=0.277
export IMPL_ys_types=70
export IMPL_synthMuxAreaShare=0.143
export IMPL_critPathKind="flip-flop to output port"
export IMPL_cts_made_buffers=876
export IMPL_row_count=380
export IMPL_synth_async_reset_ratio=0
export IMPL_detail_route_antenna_nets=0
export IMPL_yosys_most_used_dff="edfxtp_1"
export IMPL_top_cells_by_count="edfxtp_1, mux4_2, mux2i_1"
export IMPL_yosys_area_um2=322000
export IMPL_gp_congestion=1.02
export IMPL_cp_required_ps=140400
export IMPL_synth_area_leader_cell="edfxtp_1"
export IMPL_grt_start_max_net_pins=129
export IMPL_postLayoutCoreUtil=0.378
export IMPL_ys_warn_count=2
export IMPL_synth_top_cell_by_count="edfxtp_1"
export IMPL_p_leak_nw=162
export IMPL_tns_ps=0
export IMPL_grt_busiest_layer="met2"
export IMPL_aoi_share=0.0370
export IMPL_arrival_ps=91440
export IMPL_crit_fanout=3
export IMPL_cts_max_level=6
export IMPL_postSynthAreaPerCell_um2=20.1
export IMPL_post_drt_wl_per_cell_um=26.4
export IMPL_grt_pass1_vias=218732
export IMPL_drt_total_wl_mm=1070
export IMPL_hold_path_class="flip-flop to flip-flop"
export IMPL_ir_drop_v=0.00000908
export IMPL_clock_skew_ps=147
export IMPL_finalHoldViolCount=0
export IMPL_remaining_drc_errors=0
export IMPL_grt_use_met1=0.185
export IMPL_dr_pass1_iters=10
export IMPL_fp_dieH_mm=1.04
export IMPL_first_iter_violations=14171
export IMPL_dp_hpwl_mm=701
export IMPL_clk_pin_slew_ps=30
export IMPL_synth_area_um2=322000
export IMPL_slew_viol_final=0
export IMPL_port_buffers=86
cell type report:
type | instances | area (µm²)
tap | 14134 | 17700
multi-input combinational | 6704 | 68600
clock inverter | 8869 | 37200
clock buffer | 898 | 22300
sequential | 8315 | 249000
antenna | 240 | 601
fill | 95578 | 666000
timing repair buffer | 1169 | 9310
inverter | 4 | 27.5
cells in the final DEF, fill, tap and decap left out, types with 145 or more instances in the layout:
| master | instances |
|---|---|
| a21oi_1 | 233 |
| a22oi_1 | 220 |
| buf_4 | 1057 |
| clkbuf_16 | 888 |
| clkinvlp_2 | 199 |
| diode_2 | 240 |
| edfxtp_1 | 8192 |
| inv_1 | 8440 |
| mux2i_1 | 1254 |
| mux4_2 | 1441 |
| nand2_1 | 406 |
| nor2_1 | 1204 |
| nor3_1 | 200 |
| o21ai_0 | 145 |
| o221ai_1 | 270 |
| o22ai_1 | 353 |
path summary, 6_finish.rpt:
| path | endpoint | slack, ps | start | cells after the start |
|---|---|---|---|---|
| min reg2reg | memory_cell.dout1[28]$_DFF_N_ | 1000 | memory_cell.mem[176][28]$_DFFE_NP_ | 6 |
| max reg2reg | memory_cell.dout1[21]$_DFF_N_ | 79650 | memory_cell.addr1_reg[1]$_DFF_P_ | 15 |
| max | rd_data[4] | 48960 | memory_cell.dout1[20]$_DFF_N_ | 5 |
| min | memory_cell.dout1[28]$_DFF_N_ | 1000 | memory_cell.mem[176][28]$_DFFE_NP_ | 6 |
layer usage:
metal | up-vias | share of wire
met1 | 94024 | 0.29
li1 | 85327 | -
met2 | 12849 | 0.43
met3 | 2379 | 0.21
met5 | - | 0.012
met4 | 225 | 0.063
metrics by stage:
stage	worst slack, ps	total power [mW]	instances
after CTS	48770	5.09	40093
after global routing	48550	5.33	40230
after detailed placement	49960	2.76	30327
after global placement	49920	2.76	30327
final	48960	5.03	40333
after floorplan	51650	2.65	16024
logic make-up after synthesis:
kind of cell	count (synthesis)
compound gates	1674
mux	2785
simple gates	2245
buf+inv	1005
latches	4
flops	8311
critical path, stage by stage (launching register included):
cell	delay [ps]
dfxtp_1	330
a22oi_1	710
o21ai_1	520
buf_4	290
mux2_2	280
clkdlybuf4s50_1	440
power by group:
| part | switching, mW | total (mW) | leakage [nW] | internal, mW |
|---|---|---|---|---|
| clock network | 1.22 | 2.56 | 58.2 | 1.34 |
| registers | 0.0113 | 2.23 | 74.7 | 2.22 |
| logic | 0.167 | 0.236 | 29.3 | 0.0694 |
| total | 1.40 | 5.03 | 162 | 3.63 |
Power is estimated from default activity; no workload was simulated.
