===== flow/design.v =====
`default_nettype none
module top(
	input CLK,
	input RX,
	output TX,
	input BTN_N,
	output LEDR_N,
	output LEDG_N,
	output FLASH_SCK,
	output FLASH_SSB,
	output FLASH_IO0,
	input FLASH_IO1,
	output FLASH_IO2,
	output FLASH_IO3,
	input  P1A1,  
	input  P1A2,  
	output  P1A3,  
	input P1A4,  
	input P1A7,  
	output P1A8,  
	output P1A9  
);
	reg [2:0] divclk;
	always @(posedge CLK) divclk <= divclk + 1'b1;
	assign P1A8 = divclk[2];
	flash_mitm bridge_i (
		.sys_clk(CLK),
		.sys_rstn(BTN_N),
		.cpu_rstn(P1A9),
		.cpu_sclk(P1A1),
		.cpu_csb(P1A7),
		.cpu_d0(P1A4),
		.cpu_d1(P1A3),
		.flash_sclk(FLASH_SCK),
		.flash_csb(FLASH_SSB),
		.flash_d0(FLASH_IO0),
		.flash_d1(FLASH_IO1)
	);
	assign LEDR_N = P1A7;
	assign LEDG_N = ~P1A2;
	assign FLASH_IO2 = 1'b1;
	assign FLASH_IO3 = 1'b1;
	wire [7:0] uart_data;
	wire uart_valid;
	quasi_uart_rx urx_i (
		.sys_clk(CLK),
		.gpio(P1A2),
		.uart_data(uart_data),
		.uart_valid(uart_valid)
	);
	uart_tx #(.clk_freq(12000000), .baud(115200)) utx_i (
		.clk(CLK),
		.tx_start(uart_valid),
		.tx_data(uart_data),
		.tx(TX)
	);
endmodule
module flash_mitm (
	input sys_clk,
	input sys_rstn,
	output reg cpu_rstn,
	input cpu_sclk,
	input cpu_csb,
	input cpu_d0,
	output cpu_d1,
	output flash_sclk,
	output flash_csb,
	output flash_d0,
	input flash_d1
);
	reg pup = 1'b0, pup_clk, pup_csb = 1'b1, pup_d0;
	localparam [7:0] pup_cmd = 8'hAB;
	reg [2:0] pup_bit = 0;
	reg [2:0] pup_state = 3'b0;
	always @(posedge sys_clk) begin
		if (!sys_rstn) begin
			pup_state <= 3'b0;
			pup_csb <= 1'b1;
			cpu_rstn <= 1'b0;
			pup_clk <= 1'b0;
			pup_bit <= 3'b0;
		end else begin
			case (pup_state)
				3'b000: begin
					pup <= 1'b1;
					pup_csb <= 1'b0;
					pup_state <= 4'b001;
				end
				3'b001: pup_state <= 4'b010;
				3'b010: begin
					pup_d0 <= pup_cmd[7-pup_bit];
					pup_state <= 4'b011;
				end
				3'b011: begin
					pup_clk <= 1'b1;
					pup_state <= 4'b100;
				end
				3'b100: begin
					pup_clk <= 1'b0;
					if (pup_bit == 7)
						pup_state <= 3'b101;
					else begin
						pup_bit <= pup_bit + 1'b1;
						pup_state <= 3'b001;
					end
				end
				3'b101: begin
					pup_csb <= 1'b1;
					pup_state <= 3'b110;
				end
				3'b110: begin
					pup <= 1'b0;
					cpu_rstn <= 1'b1;
				end
			endcase
		end
	end
	reg [4:0] bit_count;
	reg force_d0;
	always @(negedge cpu_sclk or posedge cpu_csb) begin
		if (cpu_csb) begin
			bit_count <= 4'b0;
			force_d0 <= 1'b0;
		end else begin
			if (bit_count < 31)
				bit_count <= bit_count + 1'b1;
			force_d0 <= (bit_count == 10);
		end
	end
	assign flash_sclk = pup ? pup_clk : cpu_sclk;
	assign flash_csb = pup ? pup_csb : cpu_csb;
	assign flash_d0 = pup ? pup_d0 : (cpu_d0 | force_d0);
	assign cpu_d1 = flash_d1;
endmodule
module quasi_uart_rx (
	input sys_clk,
	input gpio,
	output [7:0] uart_data,
	output reg uart_valid
);
	localparam DIV = 8;
	localparam T_LOW = 5*DIV;
	localparam T_TIMEOUT = 30000;
	reg gpio_reg;
	always @(posedge sys_clk) begin
		gpio_reg <= gpio;
	end
	reg [15:0] ctr;
	reg [2:0] state;
	reg [7:0] sr;
	reg [2:0] curr_bit;
	always @(posedge sys_clk) begin
		uart_valid <= 1'b0;
		case (state)
			3'b000: if (gpio_reg) begin  
				state = 3'b0001;
				ctr <= 0;
				curr_bit <= 0;
			end
			3'b001: begin  
				if (!(&ctr))
					ctr <= ctr + 1'b1;
				if (!gpio_reg) begin
					if (ctr >= T_TIMEOUT)
						state <= 3'b000;
					else begin
						ctr <= 0;
						state <= 3'b010;
					end
				end
			end
			3'b010: begin  
				if (!(&ctr))
					ctr <= ctr + 1'b1;
				if (gpio_reg) begin
					if (ctr >= T_TIMEOUT)
						state <= 3'b000;
					else begin
						ctr <= 0;
						state <= 3'b011;
					end
				end
			end
			3'b011: begin  
				if (!(&ctr))
					ctr <= ctr + 1'b1;
				if (!gpio_reg) begin
					if (ctr >= T_TIMEOUT)
						state <= 3'b000;
					else begin
						sr <= {sr[6:0], (ctr < T_LOW)};
						ctr <= 0;
						if (curr_bit == 7)
							state <= 3'b100;
						else
							state <= 3'b010;
						curr_bit <= curr_bit + 1'b1;
					end
				end
			end
			3'b100: begin  
				uart_valid <= 1'b1;
				state <= 3'b000;
			end
			default: state = 3'b000;
		endcase
	end
	assign uart_data = sr;
endmodule
module uart_tx(
	input clk,
	input tx_start,
	input [7:0] tx_data,
	output tx,
	output tx_busy);
parameter clk_freq = 12000000;
parameter baud = 115200;
wire bit_tick;
baud_tick_gen #(clk_freq, baud) tickgen(.clk(clk), .enable(tx_busy), .tick(bit_tick));
localparam
	IDLE      = 4'b0000,  
	BIT_START = 4'b0100,  
	BIT0      = 4'b1000,  
	BIT1      = 4'b1001,  
	BIT2      = 4'b1010,  
	BIT3      = 4'b1011,  
	BIT4      = 4'b1100,  
	BIT5      = 4'b1101,  
	BIT6      = 4'b1110,  
	BIT7      = 4'b1111,  
	BIT_STOP1 = 4'b0010,  
	BIT_STOP2 = 4'b0011;  
reg [3:0] tx_state = IDLE;
wire tx_ready = (tx_state == 0);
assign tx_busy = ~tx_ready;
reg [7:0] tx_shift = 0;
always @(posedge clk)
begin
	if (tx_ready & tx_start)
		tx_shift <= tx_data;
	else
	if (tx_state[3] & bit_tick)
		tx_shift <= (tx_shift >> 1);
	case (tx_state)
		IDLE:      if(tx_start) tx_state <= BIT_START;
		BIT_START: if(bit_tick) tx_state <= BIT0;
		BIT0:      if(bit_tick) tx_state <= BIT1;
		BIT1:      if(bit_tick) tx_state <= BIT2;
		BIT2:      if(bit_tick) tx_state <= BIT3;
		BIT3:      if(bit_tick) tx_state <= BIT4;
		BIT4:      if(bit_tick) tx_state <= BIT5;
		BIT5:      if(bit_tick) tx_state <= BIT6;
		BIT6:      if(bit_tick) tx_state <= BIT7;
		BIT7:      if(bit_tick) tx_state <= BIT_STOP1;
		BIT_STOP1: if(bit_tick) tx_state <= BIT_STOP2;
		BIT_STOP2: if(bit_tick) tx_state <= IDLE;
		default:   if(bit_tick) tx_state <= IDLE;
	endcase
end
assign tx = (tx_state < 4) | (tx_state[3] & tx_shift[0]);
endmodule
module baud_tick_gen(
	input clk, enable,
	output tick);
parameter clk_freq = 12000000;
parameter baud = 115200;
parameter oversampling = 1;
function integer log2(input integer v); begin log2=0; while(v >> log2) log2 = log2 + 1; end endfunction
localparam acc_width = log2(clk_freq / baud) + 8;  
reg [acc_width:0] acc = 0;
localparam shiftlimiter = log2((baud * oversampling) >> (31 - acc_width));  
localparam inc = ((baud * oversampling << (acc_width - shiftlimiter)) + (clk_freq >> (shiftlimiter + 1))) / (clk_freq >> shiftlimiter);  
always @(posedge clk) if (enable) acc <= acc[acc_width-1:0] + inc[acc_width:0]; else acc <= inc[acc_width:0];
assign tick = acc[acc_width];
endmodule

===== flow/run.sh =====
#!/bin/bash
# OpenROAD 26Q1-2900-gdf79404cd8, Yosys 0.63+post, stock flow scripts
make -C /OpenROAD-flow-scripts/flow DESIGN_CONFIG=/design/flow/config.mk WORK_HOME=/design/flow/orfs finish

===== flow/config.mk =====
export PLATFORM = sky130hd
export DESIGN_NAME = top
export DESIGN_NICKNAME = top
export VERILOG_FILES = /design/flow/design.v
export SDC_FILE = /design/flow/constraint.sdc
export NUM_CORES = 4
export LEC_CHECK = 1
export CORE_UTILIZATION = 30

===== flow/constraint.sdc =====
current_design top

set clk_period 2.9
set clk_io_pct 0.2

create_clock -name clk0 -period $clk_period [get_ports {CLK}]
create_clock -name clk1 -period $clk_period [get_ports {P1A1}]

set non_clock_inputs [all_inputs -no_clocks]
set_input_delay [expr $clk_period * $clk_io_pct] -clock clk0 $non_clock_inputs
set_output_delay [expr $clk_period * $clk_io_pct] -clock clk0 [all_outputs]

==> Table 3: Implementation characteristics <==
Summary of implementation characteristics

Parameter                              Value

Logic synthesis
  Top cell type by total area after synthesis .................. sky130_fd_sc_hd__edfxtp_1
  Synthesis warning total .................. 5
  Post-synthesis cell count from yosys .................. 366
  Number of distinct library cells after synthesis .................. 54
  Primary flip-flop cell chosen by synthesis mapping .................. sky130_fd_sc_hd__edfxtp_1
  Post-synthesis sequential area ratio .................. 0.535
  Flops & latches, synth .................. 80
  Ys async rst share .................. 0.0750
  Synthesis area per yosys .................. 3870 µm²
  Share of the synthesized area in the top cell type .................. 0.341
  Avg Cell Area, Syn .................. between 10 and 15 µm²
  Number of enable flip-flop cells .................. approximately 44
  Top cells by area .................. sky130_fd_sc_hd__edfxtp_1 (34%), sky130_fd_sc_hd__dfxtp_1 (16%), sky130_fd_sc_hd__dfrtn_1 (3.9%)
  Post-Syn Instances .................. between 300 and 400
  Post-synth design cell area .................. 3870 µm²

STA
  Setup slack after layout .................. -0.146 ns
  Layout Skew .................. about 0.0065 ns
  Setup repair after global routing missed its margin .................. true
  Worst hold margin .................. 0.379 ns
  Hold Fails Final Rpt .................. 0
  Final setup fails .................. 1
  Relative slew slack .................. 0.373
  Final count of pins violating max slew .................. 0
  Sum of negative setup slack .................. -0.146 ns
  Transition time of the tightest slew-check pin .................. 0.928 ns

Worst setup path
  Capturing instance or port of the critical path .................. FLASH_IO0
  Worst Setup SP .................. bridge_i.force_d0$_DFF_NP0_
  Master of the slowest instance on the critical path .................. sky130_fd_sc_hd__dfrtn_1
  Path type of the worst setup path .................. reg2out
  Worst R2R Setup Slack .................. 0.59 ns
  Largest incremental delay on the critical path .................. 0.38 ns
  Critical Path Sink Type .................. output pin
  Crit path required time .................. 2.32 ns
  CP arrival .................. 2.47 ns
  Launch point of the worst reg-to-reg path .................. urx_i.ctr[5]$_DFFE_PP_
  Category of the worst setup path launch point .................. flop
  Maximum fanout along the worst path .................. 1
  Ordered list of cells on the worst path .................. nor2_1, o21ai_1, buf_2
  Critical register-to-register path endpoint .................. urx_i.curr_bit[1]$_SDFFCE_PN0P_
  Path depth of the worst reg2reg path .................. 4

Global routing
  Vias in the first global route .................. 2680
  Antenna violations before repair .................. 0
  Final global-route overflow total .................. 0
  Global router's overall resource usage .................. 0.113
  Largest net degree at the start of global routing .................. 18
  Global-route wire length before repair .................. roughly 12000 µm

Clocking
  Clock-pin slew on the worst setup and hold paths .................. 0.06 ns
  Setup bufs post-CTS .................. 0
  TritonCTS clock tree .................. done

Routing
  Post-DRT Antenna Nets .................. 0
  Number of antenna cells inserted .................. 0
  Avg WL per Cell .................. 12.2 µm
  Via density per instance .................. between 4 and 5
  Total vias in the final route .................. 2741
  Iter 0 DRT Violations .................. 180
  Length of the first detailed-routing pass in iterations .................. 4
  Total detailed-routing wirelength .................. 6880 µm
  Detailed-route DRC error count .................. 0

Die
  Chip Footprint .................. 13400 µm²
  # rows .................. 41
  Number of top-level pins .................. 19
  Width of the die .................. 116 µm
  Effective utilization at floorplan .................. 0.307
  Die Span Y .................. between 100 and 150 µm
  Area of the core .................. 12600 µm²

Outcome
  Result of the run .................. complete, but fails checks
  Failing checks .................. setup timing

Cells and area
  Area growth, synth to finish .................. 19.3%
  Most frequent logic cell in the layout .................. sky130_fd_sc_hd__edfxtp_1
  Post-route design area .................. 4620 µm²
  Fin util .................. 0.366
  Top library cells by usage in the layout, fill and taps aside .................. sky130_fd_sc_hd__edfxtp_1 (44), sky130_fd_sc_hd__nand2_1 (38), sky130_fd_sc_hd__dfxtp_1 (30), sky130_fd_sc_hd__o21ai_0 (24), sky130_fd_sc_hd__nor2_1 (20)
  Final Non-Filler Cells .................. about 560
  Fraction of final layout cells sized beyond drive strength 1 .................. 0.120
  Largest registers .................. urx_i.ctr x16, utx_i.tickgen.acc x16

Power and ir drop
  Peak supply drop .................. 0.484 mV
  Power, Total .................. approximately 4.4 mW
  Leakage Power .................. 1.75 nW
  Power per Cell Area .................. about 950 nW/µm²

Placed design
  Weighted congestion at the end of routability-driven global placement .................. between 0.8 and 0.9
  DP Area .................. approximately 4200 µm²
  # placed instances .................. 541
  Pre-CTS WS .................. -0.146 ns
  Post-DP HPWL .................. 4420 µm
  Port-buffer cells .................. 12

Flow run
  OpenROAD warning count .................. 35
  Number of maximum-capacitance violations .................. 0

Hold path
  Hold Startpoint .................. divclk[0]$_DFF_P_
  Worst hold-check path type .................. reg2reg
-- worst max-delay path: cells and delay by family, from the launching register on --
kind / cells / cell delay, ns
flip-flops: 1 / 0.38
AND-OR/OR-AND: 1 / 0.11
buffers and inverters: 1 / 0.10
AND/OR/NAND/NOR: 1 / 0.04
-- Yosys cell counts, types with 2 or more instances --
library cell                count
sky130_fd_sc_hd__or3_1          4
sky130_fd_sc_hd__and2_1         3
sky130_fd_sc_hd__mux2_2         8
sky130_fd_sc_hd__o211ai_1       2
sky130_fd_sc_hd__o31ai_1        3
sky130_fd_sc_hd__dfrtn_1        6
sky130_fd_sc_hd__nor4_1        14
sky130_fd_sc_hd__buf_6          2
sky130_fd_sc_hd__nand2_1       38
sky130_fd_sc_hd__buf_4          4
sky130_fd_sc_hd__o21a_1         3
sky130_fd_sc_hd__dfxtp_1       30
sky130_fd_sc_hd__nand3_1        9
sky130_fd_sc_hd__a211oi_1       5
sky130_fd_sc_hd__xnor2_1        3
sky130_fd_sc_hd__nand4_1        5
sky130_fd_sc_hd__nor3_1        14
sky130_fd_sc_hd__a21boi_0       5
sky130_fd_sc_hd__and3_1         8
sky130_fd_sc_hd__inv_1         18
sky130_fd_sc_hd__nand3b_1       2
sky130_fd_sc_hd__or2_2          8
sky130_fd_sc_hd__a31oi_1        3
sky130_fd_sc_hd__nor4b_1        2
sky130_fd_sc_hd__a2111oi_0      3
sky130_fd_sc_hd__mux2i_1        8
sky130_fd_sc_hd__nor2b_1        7
sky130_fd_sc_hd__and4_1         2
sky130_fd_sc_hd__xor2_1         5
sky130_fd_sc_hd__ha_1          12
sky130_fd_sc_hd__o21ai_0       25
sky130_fd_sc_hd__nand2b_1       3
sky130_fd_sc_hd__nor4bb_1       2
sky130_fd_sc_hd__clkbuf_1       6
sky130_fd_sc_hd__a21oi_1       12
sky130_fd_sc_hd__or4_1          2
sky130_fd_sc_hd__edfxtp_1      44
sky130_fd_sc_hd__nor2_1        20
-- layout make-up --
class,count,area (µm²)
clock buffer,18,415
clock inverter,5,61.3
fill,1222,8000
inverter,18,67.6
multi-input combinational,255,1650
sequential,80,2070
tap,172,215
timing repair buffer,15,135
-- layer usage --
metal  track usage  vias to the layer above  wire [µm]
met4        0.0197                        0         91
met2         0.168                       64       2950
met5             0                        -          0
met3        0.0368                       11        380
met1         0.168                     1281       3460
li1              -                     1385          -
-- worst min-delay path by stage --
| stage | end | cells after the start | slack (ns) |
|---|---|---|---|
| 4_1_cts | divclk[0]$_DFF_P_ | 1 | 0.38 |
| 5_1_grt | divclk[0]$_DFF_P_ | 1 | 0.40 |
| 6_report | divclk[0]$_DFF_P_ | 1 | 0.38 |
-- logic make-up after synthesis --
| kind of cell | share of synthesized area |
|---|---|
| AND-OR/OR-AND | 0.119 |
| AND/OR/NAND/NOR | 0.205 |
| other | 0.000968 |
| buffers and inverters | 0.0394 |
| multiplexers | 0.0439 |
| XOR/XNOR | 0.0181 |
| adder cells (fa/ha/maj) | 0.0388 |
| flip-flops | 0.535 |
-- report_power, final --
part	leakage, nW	internal (mW)	switching [mW]	total, mW
clock	0.244	1.07	0.496	1.57
sequential	0.728	1.56	0.311	1.88
combinational	0.777	0.395	0.545	0.940
-- repair_timing --
action | 4_1_cts | 5_1_grt
hold buffers | 0 | 0
endpoints found under the setup margin | 2 | 2
pin swaps | 2 | 1
hold endpoints to repair | 0 | 0
cloned | 0 | 0
resized | 4 | 1
No activity file was given, so power comes from the tool's default toggle rates.
