==> ./design.v <==
module RegFile_32x4 (D0, D1, D2, D3, W_ADR0, W_ADR1, W_ADR2, W_ADR3, W_ADR4, W_en, AD0, AD1, AD2, AD3, A_ADR0, A_ADR1, A_ADR2, A_ADR3, A_ADR4, BD0, BD1, BD2, BD3, B_ADR0, B_ADR1, B_ADR2, B_ADR3, B_ADR4, UserCLK, ConfigBits);
	parameter NoConfigBits = 2; 
	input D0;  
	input D1;
	input D2;
	input D3;
	input W_ADR0;
	input W_ADR1;
	input W_ADR2;
	input W_ADR3;
	input W_ADR4;
	input W_en;
	output AD0; 
	output AD1;
	output AD2;
	output AD3;
	input A_ADR0;
	input A_ADR1;
	input A_ADR2;
	input A_ADR3;
	input A_ADR4;
	output BD0; 
	output BD1;
	output BD2;
	output BD3;
	input B_ADR0;
	input B_ADR1;
	input B_ADR2;
	input B_ADR3;
	input B_ADR4;
	input UserCLK; 
	input [NoConfigBits-1:0] ConfigBits;
	reg [3:0] mem [31:0];
	wire [4:0] W_ADR; 
	wire [4:0] A_ADR; 
	wire [4:0] B_ADR; 
	wire [3:0] D;		 
	wire [3:0] AD;		 
	wire [3:0] BD;		 
	reg [3:0] AD_reg;		 
	reg [3:0] BD_reg;		 
	integer i;
	assign W_ADR = {W_ADR4,W_ADR3,W_ADR2,W_ADR1,W_ADR0};
	assign A_ADR = {A_ADR4,A_ADR3,A_ADR2,A_ADR1,A_ADR0};
	assign B_ADR = {B_ADR4,B_ADR3,B_ADR2,B_ADR1,B_ADR0};
	assign D = {D3,D2,D1,D0};
	initial begin
		for (i=0; i<32; i=i+1) begin
			mem[i] = 4'b0000;
		end
	end
	always @ (posedge UserCLK) begin : P_write
		if (W_en == 1'b1) begin
			mem[W_ADR] <= D ;
		end
	end
	assign AD = mem[A_ADR];
	assign BD = mem[B_ADR];
    always @ (posedge UserCLK) begin
        AD_reg <= AD;
		BD_reg <= BD;
    end
	assign AD0 = ConfigBits[0] ? AD_reg[0] : AD[0];
	assign AD1 = ConfigBits[0] ? AD_reg[1] : AD[1];
	assign AD2 = ConfigBits[0] ? AD_reg[2] : AD[2];
	assign AD3 = ConfigBits[0] ? AD_reg[3] : AD[3];
	assign BD0 = ConfigBits[1] ? BD_reg[0] : BD[0];
	assign BD1 = ConfigBits[1] ? BD_reg[1] : BD[1];
	assign BD2 = ConfigBits[1] ? BD_reg[2] : BD[2];
	assign BD3 = ConfigBits[1] ? BD_reg[3] : BD[3];
endmodule
==> ./run.sh <==
#!/bin/bash
# OpenROAD 26Q1-2900-gdf79404cd8, Yosys 0.63+post, stock flow scripts
make -C /OpenROAD-flow-scripts/flow DESIGN_CONFIG=/design/flow/config.mk WORK_HOME=/design/flow/orfs finish
==> ./config.mk <==
export PLATFORM = sky130hd
export DESIGN_NAME = RegFile_32x4
export DESIGN_NICKNAME = RegFile_32x4
export VERILOG_FILES = /design/flow/design.v
export SDC_FILE = /design/flow/constraint.sdc
export NUM_CORES = 4
export LEC_CHECK = 1
export CORE_UTILIZATION = 50
==> ./constraint.sdc <==
current_design RegFile_32x4

set clk_period 4.9
set clk_io_pct 0.2

create_clock -name clk0 -period $clk_period [get_ports {UserCLK}]

set non_clock_inputs [all_inputs -no_clocks]
set_input_delay [expr $clk_period * $clk_io_pct] -clock clk0 $non_clock_inputs
set_output_delay [expr $clk_period * $clk_io_pct] -clock clk0 [all_outputs]
==> results.txt <==
Implementation results.

The run finished with clean final reports. For reference, the final report shows the hold violation count at 0. STA classifies the critical path endpoint as a primary output. The required time at the worst endpoint is listed as 3.92 ns.

Entering global routing, the biggest net connects 65 pins. The worst setup path is launched from a primary input. The script logs the ratio of routed vias to standard cells as about 6.1. The sink count of the clock tree is 136.

For this block, the via count after detailed routing is 4,188. The number of global-route vias before repair came to 4,373. The and-or/or-and share of the synthesized area is 0.0955.

The largest family of logic cells by area is multiplexers. The stat command in Yosys gives a chip area of 6710 µm². On the critical path, the stage with the largest delay is an instance of sky130_fd_sc_hd__nor2b_1. The cell area power density is 381 nW/µm². The highest attainable clock frequency is 229 MHz. The area fraction in mux cells is 0.205. Per the OpenROAD floorplan log, the area of the die is 13,900 µm².

Among the stages of the critical path, the cell type that occurs most often is sky130_fd_sc_hd__clkdlybuf4s50_1. The cell family with the largest share of critical-path delay is buffers and inverters. The setup TNS is 0 ns.

The horizontal die size is 118 µm. Per the GRT congestion report, total overflow comes to 0. The maximum count of clock buffers along a single path is 2. The number of flip-flops under the largest register name is around 130. The detailed router finished its first iteration with 240 violations. The number of antenna violations at the first check in global routing is 0. The TritonCTS clock tree is built.

Once placement finished, the instance area stood at 7060 µm². The sequential cell area fraction in the yosys report is 0.597. For reference, the post-synthesis area per instance comes to 14.4 µm². The longest incremental delay of any stage on the critical path is reported as between 0.5 and 0.6 ns. The warning tally printed by Yosys for this design is 1. Warnings raised by the tools during the run amount to 25.

The post-route core utilization is 0.601. The synthesized design contains 136 register bits. The hold-fix buffer count after cts is 0. The endpoint identified for the worst register-to-register timing path is AD_reg[3]. The number of setup buffers added after CTS is 0. Per the detail_route report, DRC violations left total 0. The timing report gives the worst reg2reg path a setup slack of 3.49 ns. Per the post-route antenna check, the number of violating nets is 0.

Per the OpenROAD timing report, the critical path contains 8 cells. The top fanout value on the critical path is 9. The transition time at the pin with the least slew margin is roughly 0.7 ns.

The worst clock skew is 0.00669 ns. The cell depth of the worst flop-to-flop path is 4. The quantity of I/O buffers inserted on ports is 30. The ratio of final minimum period to clock period is 0.890. The leakage power in the latest report is 2.77 nW.

The number of antenna diodes in the final layout is 0. Per the final layout report, the fraction of cells sized above drive strength 1 comes to 0.138. The final count of pins violating max slew is 0. The OpenROAD report gives the critical path a data arrival time of around 3.4 ns. For reference, the most critical setup path is categorized as in2out. The clock latency of the later-clocked register in the worst-skew pair is 0.42 ns.

The yosys cell count is 466. The count of cell types in the netlist is 22. The tally of max-capacitance violations is 0. In the placement report, post-DP HPWL is listed as 11.6 mm. For this design the top-level I/O count stands at 31. The mapped netlist covers 6710 µm².

The worst hold path class is reg2reg. The fraction of the mapped netlist area in adder cells is 0. The root buffer cell is sky130_fd_sc_hd__clkbuf_16. Setup repair after global routing left no endpoint under its margin. The cell sequence reported for the critical path is clkdlybuf4s50_1 -> nor2b_1 -> buf_4 -> a22oi_1 -> a21oi_1 -> nor4_2 -> mux2_2 -> clkdlybuf4s50_1. For reference, the placement row count at floorplan is 41. Looking at the reg2reg group, the worst path starts from mem[31][3]. The iteration count of the initial detailed-routing pass is 6.

Headroom to the max-slew limit came out at 0.520. The combined buffer and inverter count along the critical path is 3. The instance count of the mapped netlist is 466. The core footprint is roughly 13,000 µm².

The first global-routing pass estimated 25.5 mm of wire. The routed design could run at a clock period as short as 4.36 ns. The final routed wirelength across all metal layers is 16.9 mm.

In the floorplan report the effective utilization is 0.523. The layout overhead on the synthesized area is 15.0%. The cell-mix breakdown from Yosys lists the XOR/XNOR area share as 0. The number of endpoints failing setup at the final stage is 0. The capturing instance or port of the critical path is AD3.

The number of gates resized after CTS was 0. The cell area after layout is 7710 µm². The total clock buffers created by CTS is 17.

The post-synthesis share of cell area spent on and, or, nand and nor gates is 0.0601. The startpoint of the worst setup timing path is A_ADR0. The H-tree depth is 4.

The highest supply drop recorded on VDD is ~0.38 mV. The final instance count without filler cells is between 600 and 700. The clock transition at the register clock pins on the worst setup and hold paths after CTS is about 0.060 ns.

The global-route total usage across every layer is 0.276. The average wire length per cell after detail routing is 24.7 µm. After detailed placement, the design holds a cell count of 653. The final weighted congestion of routability-driven global placement is 0.960.

The die boundary height is roughly 120 µm.
where the power goes:
group	leakage, nW	switching [mW]	total (mW)	internal [mW]
Combinational	1.24	0.148	0.261	0.113
Clock	0.305	0.470	1.37	0.903
Sequential	1.22	0.00737	1.30	1.29
Total	2.77	0.626	2.93	2.31
tightest hold or removal path, stage by stage (launching register included):
cell	delay, ns
sky130_fd_sc_hd__edfxtp_1	0.38
sky130_fd_sc_hd__mux2i_1	0.14
sky130_fd_sc_hd__a22oi_1	0.10
sky130_fd_sc_hd__a21oi_1	0.16
sky130_fd_sc_hd__nor4_2	0.07
logic make-up after synthesis:
group,after synthesis
and+or+nand+nor,69
muxes,136
DFF,136
AOI/OAI and AO/OA,96
buffers and inverters,29
cell usage after synthesis (all sizes together):
cell type  instances  area, µm²
or3                1       6.26
nor4               8        100
nor2              35        131
a22oi             64        480
clkbuf             1       3.75
nand2              3       11.3
mux2               8       90.1
nand3              2       10.0
mux2i            128       1280
or2                2       12.5
dfxtp              8        160
a21oi             32        160
nand2b             4       25.0
buf               28        283
or3b               3       26.3
and2               2       17.5
nand3b             5       37.5
edfxtp           128       3840
nor2b              4       25.0
worst min path at each step:
| stage | cells after the start | slack [ns] | startpoint | end |
|---|---|---|---|---|
| global route | 4 | 0.95 | mem[12][0] | AD_reg[0] |
| finish | 4 | 0.90 | mem[12][0] | AD_reg[0] |
| CTS | 4 | 0.89 | mem[12][0] | AD_reg[0] |
final cells by class:
| class | count | area [µm²] |
|---|---|---|
| tap | 172 | 215 |
| clock inverter | 15 | 225 |
| clock buffer | 17 | 425 |
| timing repair buffer | 44 | 425 |
| sequential | 136 | 4000 |
| multi-input combinational | 301 | 2410 |
| fill | 984 | 5110 |
per-layer routing:
layer / track usage / wire (µm)
met5: 0 / 0
met3: 0.135 / 1990
met2: 0.394 / 7770
met4: 0.0665 / 470
met1: 0.412 / 6670
per-stage QoR:
step / total power, mW / setup slack (ns) / hold slack (ns)
after floorplan: 1.48 / 1.85 / 0.790
after global placement: 1.58 / 0.605 / 0.888
after detailed placement: 1.58 / 0.565 / 0.887
after CTS: 2.95 / 0.561 / 0.893
after global routing: 3.02 / 0.397 / 0.948
final: 2.93 / 0.540 / 0.899
layout by cell type (no fill, tap or decap), types with 3 or more instances in the layout:
master,Yosys,final
sky130_fd_sc_hd__nor2_1,35,35
sky130_fd_sc_hd__bufinv_16,0,5
sky130_fd_sc_hd__mux2i_1,128,128
sky130_fd_sc_hd__or3b_2,3,3
sky130_fd_sc_hd__edfxtp_1,128,128
sky130_fd_sc_hd__clkinv_4,0,3
sky130_fd_sc_hd__nor2b_1,4,4
sky130_fd_sc_hd__clkdlybuf4s50_1,0,28
sky130_fd_sc_hd__clkinvlp_4,0,4
sky130_fd_sc_hd__dfxtp_1,8,8
sky130_fd_sc_hd__buf_4,0,14
sky130_fd_sc_hd__clkbuf_16,0,17
sky130_fd_sc_hd__mux2_2,8,8
sky130_fd_sc_hd__a22oi_1,64,64
sky130_fd_sc_hd__nand2b_1,4,4
sky130_fd_sc_hd__nand2_1,3,3
sky130_fd_sc_hd__a21oi_1,32,32
sky130_fd_sc_hd__nor4_2,8,8
sky130_fd_sc_hd__nand3b_1,5,5
Power figures rest on the tool's default switching activity, not on a simulated workload.
